<file path="flow/config.mk">
export PLATFORM = sky130hd
export DESIGN_NAME = ALU
export DESIGN_NICKNAME = ALU
export VERILOG_FILES = /design/flow/design.v
export SDC_FILE = /design/flow/constraint.sdc
export NUM_CORES = 4
export LEC_CHECK = 1
export CORE_UTILIZATION = 30
</file>
<file path="flow/constraint.sdc">
current_design ALU

set clk_period 11.9
set clk_io_pct 0.2

create_clock -name clk0 -period $clk_period [get_ports {clk}]

set non_clock_inputs [all_inputs -no_clocks]
set_input_delay [expr $clk_period * $clk_io_pct] -clock clk0 $non_clock_inputs
set_output_delay [expr $clk_period * $clk_io_pct] -clock clk0 [all_outputs]
</file>
<file path="flow/design.v">
module ALU(
    input clk,
  	input [7:0] A,B,
  	input [3:0] ALU_Sel,
  	output reg [7:0] ALU_out
);
reg [7:0] ALU_result;
  always@(posedge clk)  
    begin
        case(ALU_Sel)
            4'b0000:  
           		ALU_result = A + B ; 
            4'b0001:  
               	ALU_result = A - B ;
            4'b0010:  
               	ALU_result = A * B;
            4'b0011:  
               	ALU_result = A / B;
            4'b0100:  
               	ALU_result = ALU_out + A;
            4'b0101:  
               	ALU_result = ALU_out * A;
            4'b0110:  
               	ALU_result = ALU_out + (A * B);
            4'b0111:  
               	ALU_result =  {A[6:0],A[7]};
            4'b1000:  
              	ALU_result =  {A[0],A[7:1]};
            4'b1001:  
              	ALU_result = A & B;
            4'b1010:  
              	ALU_result = A | B;
            4'b1011:  
              	ALU_result = A ^ B;
            4'b1100:  
              	ALU_result = ~(A & B);
            4'b1101:  
              	ALU_result = (A == B) ? 8'hFF : 0;
            4'b1110:  
              	ALU_result = (A > B) ? 8'hFF : 0;
            4'b1111:  
              	ALU_result = (A < B) ? 8'hFF : 0;
            default: ALU_result = A;
        endcase
        ALU_out <= ALU_result;
    end    
endmodule
</file>
<file path="flow/run.sh">
#!/bin/bash
# OpenROAD 26Q1-2900-gdf79404cd8, Yosys 0.63+post, stock flow scripts
make -C /OpenROAD-flow-scripts/flow DESIGN_CONFIG=/design/flow/config.mk WORK_HOME=/design/flow/orfs finish
</file>
==> flow_summary.yaml <==
# implementation run metrics
clock_network:
  clk_pin_slew_ps: 40
  worst_skew_pair.late_latency_ps: 230
  cts_max_level: 1
  clockBufferDepth: 2
  cts_tree: "yes"
  numCtsBuffers: 3
  root_buffer: "clkbuf_16"
  cts.sinks: 8
worst_setup_path:
  ff2ff_setup_slack_ps: 7720
  worst-r2r-cell-count: 18
  worstReg2RegEnd: "ALU_out[7]"
  end_kind: "register"
  crit_arrival_ps: 12000
  startpoint_type: "primary input"
  criticalPathCategory: "primary input to register"
  cp_slowest_stage_delay_ps: 380
  worstReg2RegStart: "ALU_out[0]"
  cp_slowest_cell: "or3_4"
  cp_max_fo: 4
  required_ps: 12010
detailed_routing:
  wl_um: 16800
  vias: 5247
  num_antenna_cells: 0
  postRouteAntennaNets: 0
  drc: 0
  dr.pass1.iters: 5
  drt_iter0_markers: 278
  routedWlPerCell_um: 16.7
  viasPerCell: 5.20
final_timing:
  rsz0062_at_grt: "yes"
  slew_violations: 0
  worst_pin_slew_ps: 934
  finalSetupViolCount: 0
  finalSetupTns_ps: 0
  finalCritPeriodShare_pct: 99.9
  fmax_mhz: 84.1
  max-slew-margin-rel_pct: 37.3
  holdWs_ps: 803
  min_period_ps: 11890
  hold_viol: 0
  fin_skew_ps: 1.53
hold_path:
  hp-start: "ALU_out[7]"
  hold_depth: 3
  hold_path_class: "register to register"
  whs_endpoint: "ALU_out[7]"
synthesis:
  syn_avg_cell_area_um2: 7.43
  synth.largest_area_cell: "ha_1"
  ys_types: 61
  yosysMostFrequentCell: "ha_1"
  ys_seq_share_pct: 3.13
  ys_ff: 8
  edf_count: 0
  ys_area_um2: 5110
  synthCells: 688
  synth.area.top_cells: "ha_1 (25%), fa_1 (11%), xnor2_1 (7.2%)"
  synth_top_area_share_pct: 25.0
  syn_area_um2: 5110
  ff_type: "dfxtp_1"
  yosysWarnings: 1
  async_reset_ff_share_pct: 0
  synthTopCellsByCount: "ha_1 (102), nor2_1 (76), inv_1 (72)"
  yosys_cells: 688
cells_and_area:
  synthToLayoutAreaGrowth_pct: 29.4
  top_regs: "ALU_out x8"
  stdcell_count: 1010
  drive_above_1_share_pct: 20.3
  largest_reg_flops: 8
  top_register: "ALU_out"
outcome:
  status: "finished, final reports clean"
placed_design:
  place_congestion: 0.994
  portBuffers: 28
  placed_cells: 973
  dp_hpwl_um: 12900
floorplanning:
  fp.dieW_um: 133
  coreArea_um2: 16600
  chip_area_um2: 17600
  dieHeight_um: 133
  initial_utilization_pct: 30.8
  io_pins: 29
  row_count: 47
pwr:
  power_leakage_nw: 3.10
  pwr_density_cell_nw_per_um2: 96.3
  peakVddDrop_v: 0.0000583
global_route:
  grt_pass1_wl_um: 27300
  grt_max_degree: 34
  grt_use_total_pct: 19.8
  grt_overflow: 0
  grt_pass1_vias: 5201
  antenna_found_initial: 0
run:
  openroad.warnings: 47
  cap_violations: 0
==> per-layer routing <==
metal,vias to the layer above,share of wire (%),track usage [%],routed length [µm]
met5,-,0,0,0
met4,0,2.7,5.24,456
met3,39,5.5,2.27,931
met2,197,47,32.8,7850
met1,2417,45,27.6,7610
li1,2594,-,-,-
==> power breakdown <==
part	switching [mW]	internal [mW]
sequential	0.0137	0.0349
combinational	0.274	0.258
clock	0.0129	0.0433
==> layout by cell type (no fill, tap or decap), types with 10 or more instances in the layout <==
cell type        netlist  routed
buf_4                  0      96
ha_1                 102      94
nor2_1                76      75
inv_1                 72      72
nand2_1               50      49
xnor2_1               42      42
a21oi_1               45      39
fa_1                  27      27
nor3_1                26      25
clkdlybuf4s50_1        0      22
o21a_1                18      18
o21ai_0               30      18
and2_1                18      18
a21o_1                11      11
xor2_1                10      10
==> worst max path at each step <==
| stage | start | to | slack (ps) |
|---|---|---|---|
| after global routing | B[4] | ALU_out[0] | -650 |
| final | B[4] | ALU_out[0] | 10 |
| after CTS | B[7] | ALU_out[0] | 10 |
==> final cells by class <==
class / instances / area (µm²)
timing repair buffer: 127 / 1030
clock buffer: 3 / 75.1
sequential: 8 / 160
fill: 1673 / 9970
multi-input combinational: 577 / 4790
tap: 220 / 275
inverter: 75 / 282
==> cell families (layout without fill, tap and decap cells) <==
family                     after synthesis  in the layout  share of synthesized area [%]
and+or+nand+nor                        207            207                           18.6
AOI/OAI and AO/OA                      170            170                           21.9
adders and majority gates              129            129                           35.5
buffers and inverters                  103            205                           7.59
xor gates and xnor gates                52             52                           8.91
muxes                                   19             19                           4.28
DFF                                      8              8                           3.13
==> stage by stage <==
stage          utilization (%)  setup WS, ps  power [mW]  area, µm²
6_report                  39.9          10.1       0.637       6610
5_1_grt                   39.9          -646       0.704       6610
4_1_cts                   38.7          12.4       0.625       6420
3_5_place_dp              36.9          -820       0.548       6110
3_3_place_gp              36.9          -655       0.548       6110
2_1_floorplan                -          -110       0.397       5190
==> repair_timing <==
action / in CTS / in global routing
gates resized: 39 / 23
pin swaps: 43 / 40
hold buffers: 0 / 0
setup endpoints to repair: 1 / 1
setup buffers: 25 / 11
==> critical path, delay by kind of cell <==
family | cells | cell delay (ps)
compound gates | 31 | 4580
fa+ha+maj | 6 | 1650
buf+inv | 15 | 1880
mux | 1 | 260
simple gates | 10 | 1260
Power and IR drop assume default switching activity.
